==> /design/flow/design.v <==
`timescale 1ns / 1ps
module fpu_align(
    input clk,
    input in_sign_1,
    input in_sign_2,
    input [7:0] in_exponent_1,
    input [7:0] in_exponent_2,
    input [23:0] in_mantissa_1,
    input [23:0] in_mantissa_2,
    input [1:0] in_operator,
    output reg sign_1,
    output reg sign_2,
    output reg [7:0] exponent,
    output reg [23:0] mantissa_1,
    output reg [23:0] mantissa_2,
    output reg [1:0] operator
    );
    reg [23:0] shifted_mantissa;
    reg [7:0] modified_exponent;
    always @ (*) begin
        case (in_operator)
            2'b00, 2'b01 : begin
                shifted_mantissa = in_mantissa_2 >> (in_exponent_1 - in_exponent_2);
                modified_exponent = in_exponent_1;
            end
            2'b10 : begin
                shifted_mantissa = mantissa_2;
                modified_exponent = in_exponent_1 + in_exponent_2;
            end
            default: begin
                shifted_mantissa = 0;
                modified_exponent = 0;
            end
        endcase
    end
    always @ (posedge clk) begin
        sign_1 <= in_sign_1;
        sign_2 <= in_sign_2;
        exponent <= modified_exponent;
        mantissa_1 <= in_mantissa_1;
        mantissa_2 <= shifted_mantissa;
        operator <= in_operator;
    end
endmodule
`timescale 1ns / 1ps
module fpu_compute(
    input clk,
    input in_sign_1,
    input in_sign_2,
    input [7:0] in_exponent,
    input [23:0] in_mantissa_1,
    input [23:0] in_mantissa_2,
    input [1:0] in_operator,
    output reg sign,
    output reg [7:0] exponent,
    output reg [47:0] mantissa,
    output reg [1:0] operator
    );
    reg [47:0] computed_mantissa;
    reg computed_sign;
    always @ (*) begin
        case (in_operator)
            2'b00, 2'b01 : begin
                case ({in_sign_1, in_sign_2})
                    2'b00 : begin
                        computed_mantissa = in_mantissa_1 + in_mantissa_2;
                        computed_sign = 0;
                    end
                    2'b01 : begin
                        computed_mantissa = in_mantissa_1 - in_mantissa_2;
                        computed_sign = 0;
                    end
                    2'b10 : begin
                        computed_mantissa = in_mantissa_2 - in_mantissa_1;
                        computed_sign = 1;
                    end
                    2'b11 : begin
                        computed_mantissa = in_mantissa_1 + in_mantissa_2;
                        computed_sign = 1;
                    end
                endcase
            end
            2'b10 : begin
                computed_mantissa = in_mantissa_1 * in_mantissa_2;
                computed_sign =  in_sign_1 ^ in_sign_2;
            end
            default : begin
                computed_mantissa = 0;
                computed_sign = 0;
            end
        endcase
    end
    always @ (posedge clk) begin
        sign <= computed_sign;
        exponent <= in_exponent;
        mantissa <= computed_mantissa;
        operator <= in_operator;
    end
endmodule
`timescale 1ns / 1ps
module fpu_fetch(
    input clk,
    input [31:0] in_operand_a,
    input [31:0] in_operand_b,
    input [1:0] in_operator,
    output reg [31:0] operand_a,
    output reg [31:0] operand_b,
    output reg [1:0] operator
    );
    always @ (posedge clk) begin
        operand_a <= in_operand_a;
        operand_b <= in_operand_b;
        operator <= in_operator;
    end
endmodule
`timescale 1ns / 1ps
module fpu_normalize(
    input clk,
    input in_sign,
    input [7:0] in_exponent,
    input [47:0] in_mantissa,
    input [1:0] in_operator,
    output reg sign,
    output reg [7:0] exponent,
    output reg [22:0] mantissa
    );
    reg [47:0] temp_mantissa;
    reg [22:0] output_mantissa;
    reg [7:0] modified_exponent;
    reg [4:0] shift_amount;
    always @ (*) begin
        case (in_operator)
            2'b00, 2'b01 : begin
                if (in_mantissa == 0) begin
                    output_mantissa = 0;
                    modified_exponent = 0;
                end else if (in_mantissa[24]) begin
                    temp_mantissa = in_mantissa >> 1;
                    output_mantissa = temp_mantissa [22:0];
                    modified_exponent = in_exponent + 1'b1;
                end else begin
                    casez (in_mantissa[23:0])
                        24'b1??????????????????????? : shift_amount = 0;
                        24'b01?????????????????????? : shift_amount = 1;
                        24'b001????????????????????? : shift_amount = 2;
                        24'b0001???????????????????? : shift_amount = 3;
                        24'b00001??????????????????? : shift_amount = 4;
                        24'b000001?????????????????? : shift_amount = 5;
                        24'b0000001????????????????? : shift_amount = 6;
                        24'b00000001???????????????? : shift_amount = 7;
                        24'b000000001??????????????? : shift_amount = 8;
                        24'b0000000001?????????????? : shift_amount = 9;
                        24'b00000000001????????????? : shift_amount = 10;
                        24'b000000000001???????????? : shift_amount = 11;
                        24'b0000000000001??????????? : shift_amount = 12;
                        24'b00000000000001?????????? : shift_amount = 13;
                        24'b000000000000001????????? : shift_amount = 14;
                        24'b0000000000000001???????? : shift_amount = 15;
                        24'b00000000000000001??????? : shift_amount = 16;
                        24'b000000000000000001?????? : shift_amount = 17;
                        24'b0000000000000000001????? : shift_amount = 18;
                        24'b00000000000000000001???? : shift_amount = 19;
                        24'b000000000000000000001??? : shift_amount = 20;
                        24'b0000000000000000000001?? : shift_amount = 21;
                        24'b00000000000000000000001? : shift_amount = 22;
                        24'b000000000000000000000001 : shift_amount = 23;
                        default: shift_amount = 0;
                    endcase
                    temp_mantissa = in_mantissa << shift_amount;
                    output_mantissa = temp_mantissa[22:0];
                    modified_exponent = in_exponent - shift_amount;
                end
            end
            2'b10 : begin
                if (in_mantissa[47]) begin
                    output_mantissa = in_mantissa[47:24];
                    modified_exponent = in_exponent + 1;
                end else begin
                    output_mantissa = in_mantissa[46:23];
                    modified_exponent = in_exponent;
                end
            end
            default: begin
                modified_exponent = 0;
                output_mantissa = 0;
            end
        endcase
    end
    always @ (posedge clk) begin
        sign <= in_sign;
        exponent <= modified_exponent;
        mantissa <= output_mantissa;
    end
endmodule
`timescale 1ns / 1ps
module fpu_top(
    input clk,
    input [31:0] a,
    input [31:0] b,
    input [1:0] op,
    output [31:0] out
    );
    wire [31:0] operand_a_S1, operand_b_S1;
    wire [1:0] operator_S1;
    fpu_fetch fetch (.clk(clk),
                     .in_operand_a(a),
                     .in_operand_b(b),
                     .in_operator(op),
                     .operand_a(operand_a_S1),
                     .operand_b(operand_b_S1),
                     .operator(operator_S1));
    wire sign_1_S2, sign_2_S2;
    wire [7:0] exponent_1_S2, exponent_2_S2;
    wire [23:0] mantissa_1_S2, mantissa_2_S2;
    wire [1:0] operator_S2;
    fpu_unpack unpack (.clk(clk),
                       .in_operand_a(operand_a_S1),
                       .in_operand_b(operand_b_S1),
                       .in_operator(operator_S1),
                       .sign_1(sign_1_S2),
                       .sign_2(sign_2_S2),
                       .exponent_1(exponent_1_S2),
                       .exponent_2(exponent_2_S2),
                       .mantissa_1(mantissa_1_S2),
                       .mantissa_2(mantissa_2_S2),
                       .operator(operator_S2));
    wire sign_1_S3, sign_2_S3;
    wire [7:0] exponent_S3;
    wire [23:0] mantissa_1_S3, mantissa_2_S3;
    wire [1:0] operator_S3;
    fpu_align align (.clk(clk),
                     .in_sign_1(sign_1_S2),
                     .in_sign_2(sign_2_S2),
                     .in_exponent_1(exponent_1_S2),
                     .in_exponent_2(exponent_2_S2),
                     .in_mantissa_1(mantissa_1_S2),
                     .in_mantissa_2(mantissa_2_S2),
                     .in_operator(operator_S2),
                     .sign_1(sign_1_S3),
                     .sign_2(sign_2_S3),
                     .exponent(exponent_S3),
                     .mantissa_1(mantissa_1_S3),
                     .mantissa_2(mantissa_2_S3),
                     .operator(operator_S3));
    wire sign_S4;
    wire [7:0] exponent_S4;
    wire [47:0] mantissa_S4;
    wire [1:0] operator_S4;
    fpu_compute compute (.clk(clk),
                         .in_sign_1(sign_1_S3),
                         .in_sign_2(sign_2_S3),
                         .in_exponent(exponent_S3),
                         .in_mantissa_1(mantissa_1_S3),
                         .in_mantissa_2(mantissa_2_S3),
                         .in_operator(operator_S3),
                         .sign(sign_S4),
                         .exponent(exponent_S4),
                         .mantissa(mantissa_S4),
                         .operator(operator_S4));
    wire out_sign;
    wire [7:0] out_exponent;
    wire [22:0] out_mantissa;
    fpu_normalize normalize (.clk(clk),
                             .in_sign(sign_S4),
                             .in_exponent(exponent_S4),
                             .in_mantissa(mantissa_S4),
                             .in_operator(operator_S4),
                             .sign(out_sign),
                             .exponent(out_exponent),
                             .mantissa(out_mantissa));
    assign out = {out_sign, out_exponent, out_mantissa};
endmodule
`timescale 1ns / 1ps
module fpu_unpack(
    input clk,
    input [31:0] in_operand_a,
    input [31:0] in_operand_b,
    input [1:0] in_operator,
    output reg sign_1,
    output reg sign_2,
    output reg [7:0] exponent_1,
    output reg [7:0] exponent_2,
    output reg [23:0] mantissa_1,
    output reg [23:0] mantissa_2,
    output reg [1:0] operator
    );
    reg larger_sign;
    reg smaller_sign;
    reg [7:0] larger_exponent;
    reg [7:0] smaller_exponent;
    reg [23:0] larger_mantissa;
    reg [23:0] smaller_mantissa;
    wire sign_a, sign_b;
    wire [7:0] exponent_a, exponent_b;
    wire [22:0] mantissa_a, mantissa_b;
    assign sign_a = in_operand_a[31];
    assign sign_b = in_operand_b[31];
    assign exponent_a = in_operand_a[30:23];
    assign exponent_b = in_operand_b[30:23];
    assign mantissa_a = in_operand_a[22:0];
    assign mantissa_b = in_operand_b[22:0];
    always @ (*) begin
        case (in_operator)
            2'b00: begin
                if ((exponent_a < exponent_b) || ((exponent_a == exponent_b) && (mantissa_a < mantissa_b))) begin
                    larger_sign = sign_b;
                    larger_exponent = exponent_b;
                    larger_mantissa = {1'b1, mantissa_b};
                    smaller_sign = sign_a;
                    smaller_exponent = exponent_a;
                    smaller_mantissa = {1'b1, mantissa_a};
                end else begin
                    larger_sign = sign_a;
                    larger_exponent = exponent_a;
                    larger_mantissa = {1'b1, mantissa_a};
                    smaller_sign = sign_b;
                    smaller_exponent = exponent_b;
                    smaller_mantissa = {1'b1, mantissa_b};
                end
            end
            2'b01 : begin
                if ((exponent_a < exponent_b) || ((exponent_a == exponent_b) && (mantissa_a < mantissa_b))) begin
                    larger_sign = ~sign_b;
                    larger_exponent = exponent_b;
                    larger_mantissa = {1'b1, mantissa_b};
                    smaller_sign = sign_a;
                    smaller_exponent = exponent_a;
                    smaller_mantissa = {1'b1, mantissa_a};
                end else begin
                    larger_sign = sign_a;
                    larger_exponent = exponent_a;
                    larger_mantissa = {1'b1, mantissa_a};
                    smaller_sign = ~sign_b;
                    smaller_exponent = exponent_b;
                    smaller_mantissa = {1'b1, mantissa_b};
                end
            end
            default : begin
                larger_sign = sign_a;
                larger_exponent = exponent_a;
                larger_mantissa = {1'b1, mantissa_a};
                smaller_sign = sign_b;
                smaller_exponent = exponent_b;
                smaller_mantissa = {1'b1, mantissa_b};
            end
        endcase
    end
    always @ (posedge clk) begin
        sign_1 <= larger_sign;
        exponent_1 <= larger_exponent;
        mantissa_1 <= larger_mantissa;
        sign_2 <= smaller_sign;
        exponent_2 <= smaller_exponent;
        mantissa_2 <= smaller_mantissa;
        operator <= in_operator;
    end
endmodule
==> /design/flow/run.sh <==
#!/bin/bash
# OpenROAD 26Q1-2900-gdf79404cd8, Yosys 0.63+post, stock flow scripts
make -C /OpenROAD-flow-scripts/flow DESIGN_CONFIG=/design/flow/config.mk WORK_HOME=/design/flow/orfs finish
==> /design/flow/config.mk <==
export PLATFORM = sky130hd
export DESIGN_NAME = fpu_top
export DESIGN_NICKNAME = fpu_top
export VERILOG_FILES = /design/flow/design.v
export SDC_FILE = /design/flow/constraint.sdc
export NUM_CORES = 4
export LEC_CHECK = 1
export CORE_UTILIZATION = 50
==> /design/flow/constraint.sdc <==
current_design fpu_top

set clk_period 11.8
set clk_io_pct 0.2

create_clock -name clk0 -period $clk_period [get_ports {clk}]

set non_clock_inputs [all_inputs -no_clocks]
set_input_delay [expr $clk_period * $clk_io_pct] -clock clk0 $non_clock_inputs
set_output_delay [expr $clk_period * $clk_io_pct] -clock clk0 [all_outputs]
==> impl_metrics.json <==
{
  "yosysMostFrequentCell": "inv_1",
  "grt_pass1_wl_um": 164000,
  "drtIter0Drc": 1859,
  "drive_above_1_share_pct": 5.07,
  "grt_pass1_vias": 27200,
  "edf_count": 24,
  "critPathKind": "reg -> reg",
  "numPortBuffers": 98,
  "mux_share_pct": 3.21,
  "rrSetupSlack_ns": 3.70,
  "tool_warnings": 80,
  "crit_end": "compute.mantissa[47]$_SDFF_PN0_",
  "ys_ff": 282,
  "synth_top_area_share_pct": 29.1,
  "cts_sinks": 282,
  "yosys-top-cells-count": "579 x inv_1, 491 x nor2_1, 488 x fa_1",
  "cts.clk_slew.worst_paths_ns": 0.06,
  "rsz0062_at_grt": "no",
  "worstHoldPathType": "reg -> reg",
  "wirelength_um": 106000,
  "cts_tree": "yes",
  "reg2reg_depth": 24,
  "worst_pin_slew_ns": 0.838,
  "setup_viol": 0,
  "io_pins": 99,
  "slew_violations": 0,
  "place_ws_ns": 3.85,
  "timing.final.ws_setup_ns": 3.70,
  "place.gp.congestion": 1.03,
  "dr_total_vias": 26800,
  "critPathLaunchType": "flip-flop",
  "num_rows": 94,
  "compound_area_share_pct": 13.3,
  "ys.flop_type": "dfxtp_1",
  "cts_resized": 0,
  "finalCritPeriodShare_pct": 68.6,
  "ant_nets": 0,
  "grt_util_all_layers_pct": 34.1,
  "mi_logic_area_sq_um": 24600,
  "seq_area_sq_um": 5890,
  "fillers": 6127,
  "hold_buffers": 0,
  "synth.logic.top_family": "adder cells",
  "die_w_um": 261,
  "ys_sh_adder_pct": 40.2,
  "path_max_fanout": 17,
  "root_buffer": "clkbuf_16",
  "final.setup.tns_ns": 0,
  "die-area_sq_um": 68100,
  "hold_start": "align.exponent[0]$_SDFF_PN0_",
  "yosys.area_share.simple_pct": 13.7,
  "drc": 0,
  "insertion_delay_ns": 0.60,
  "antenna_found_initial": 1,
  "cp_data_arrival_time_ns": 8.51,
  "grt_overflow": 0,
  "critPathCaptureType": "flip-flop",
  "first_pass_iters": 26,
  "post_drt_wl_per_cell_um": 22.3,
  "yosys_cells": 3857,
  "ys_warn_count": 5,
  "fmax_mhz": 123,
  "place_hpwl_um": 85100,
  "grt_max_degree": 78,
  "fp_util_pct": 50.7,
  "synth-xor-area-share_pct": 3.06,
  "synthToLayoutAreaGrowth_pct": 8.36,
  "htree_levels": 1,
  "cts_setup_buffers": 0,
  "crit_start": "align.mantissa_1[10]$_DFF_P_",
  "syn_inst": 3857,
  "async_flop_share_pct": 0,
  "yosys.area.top_type": "fa_1",
  "hold_ws_ns": 0.325,
  "r2r-end": "compute.mantissa[47]$_SDFF_PN0_",
  "relSlewSlack_pct": 43.5,
  "syn_area_per_cell_sq_um": 8.70,
  "skew_ns": 0.0355,
  "vias_per_cell": 5.64,
  "ys_types": 93,
  "rr_startpoint": "align.mantissa_1[10]$_DFF_P_",
  "status": "finished, final reports clean",
  "finalHoldViolCount": 0,
  "ys_seq_share_pct": 17.5,
  "synthTopCellsByArea": "fa_1 29%, dfxtp_1 15%, ha_1 11%",
  "cts_made_buffers": 28,
  "yosys-stat-area_sq_um": 33500,
  "fp.dieH_um": 261,
  "max_cap_viol_count": 0,
  "synth_area_sq_um": 33500,
  "clk_path_buf_depth": 3,
  "min_period_ns": 8.10,
  "crit_required_ns": 12.21,
  "core_area_sq_um": 66100
}
sequential cells by signal, summed over array words and instances, names as in the netlist, 8 cells and up:
name	count
compute.mantissa	48
fetch.operand_a	32
fetch.operand_b	32
align.mantissa_2	24
align.mantissa_1	23
normalize.mantissa	23
unpack.mantissa_1	23
unpack.mantissa_2	23
align.exponent	8
compute.exponent	8
normalize.exponent	8
unpack.exponent_1	8
unpack.exponent_2	8
placed cells by master, fill, tap and decap left out, types with 9 or more instances in the layout:
master | netlist | layout
a211oi_1 | 20 | 20
a21o_1 | 61 | 61
a21oi_1 | 184 | 184
a221o_1 | 11 | 11
a221oi_1 | 15 | 15
a22oi_1 | 16 | 16
a31oi_1 | 24 | 24
and2_1 | 10 | 10
and3_1 | 20 | 20
buf_4 | 2 | 73
clkbuf_16 | 0 | 28
clkbuf_8 | 0 | 9
clkdlybuf4s50_1 | 0 | 98
clkinv_1 | 19 | 19
dfxtp_1 | 258 | 257
edfxtp_1 | 24 | 24
fa_1 | 488 | 488
ha_1 | 296 | 296
inv_1 | 579 | 579
mux2_2 | 41 | 41
mux2i_1 | 51 | 51
nand2_1 | 385 | 385
nand2b_1 | 28 | 28
nand3_1 | 30 | 30
nand4_1 | 13 | 13
nor2_1 | 491 | 490
nor2b_1 | 17 | 17
nor3_1 | 33 | 33
nor4_1 | 17 | 17
o211ai_1 | 12 | 12
o21a_1 | 19 | 19
o21ai_0 | 176 | 176
o21bai_1 | 28 | 28
o221ai_1 | 10 | 10
o22ai_1 | 27 | 27
o31ai_1 | 14 | 14
xnor2_1 | 83 | 83
xor2_1 | 34 | 34
stage by stage:
step | cell area (sq um) | util, % | std cells
finish | 36300 | 55.0 | 4749
detailed placement | 35400 | 53.5 | 4697
global placement | 35400 | 53.5 | 4697
floorplan | 33500 | - | 3857
CTS | 36300 | 55.0 | 4747
global route | 36300 | 55.0 | 4747
worst min path at each step:
| stage | to | cells past startpoint | slack (ns) |
|---|---|---|---|
| CTS | compute.exponent[0]$_DFF_P_ | 0 | 0.33 |
| global route | align.sign_1$_DFF_P_ | 0 | 0.33 |
| finish | compute.exponent[0]$_DFF_P_ | 0 | 0.33 |
layer usage:
layer	vias to the layer above	global-route usage [%]	wire length, um	share of wire [%]
met2	1213	49.7	46900	44
met4	6	9.54	3880	3.7
li1	12400	-	-	-
met3	195	15.0	12400	12
met5	-	1.88	161	0.15
met1	12900	48.3	42600	40
logic make-up after synthesis:
group                    Yosys count
AND-OR/OR-AND                    698
flip-flops                       282
multiplexers                      97
XOR/XNOR                         117
AND/OR/NAND/NOR                 1082
buffers and inverters            797
adder cells (fa/ha/maj)          784
layout make-up:
cell class | instances | share of cell area (%)
timing repair buffer | 171 | 4.21
sequential | 282 | 16.2
tap | 864 | 2.97
antenna | 2 | 0.0138
inverter | 602 | 6.22
multi-input combinational | 2778 | 67.7
clock inverter | 8 | 0.320
clock buffer | 42 | 2.32
critical path, cell delays in order, from the launching register on:
cell      delay (ns)
dfxtp_1         0.64
clkinv_1        0.74
nor2_1          0.35
fa_1            0.45
inv_1           0.08
fa_1            0.43
fa_1            0.52
fa_1            0.51
inv_1           0.04
ha_1            0.30
fa_1            0.48
inv_1           0.05
fa_1            0.47
inv_1           0.04
ha_1            0.33
and3_1          0.25
and3_1          0.19
a221oi_2        0.35
a21oi_1         0.22
nor3b_2         0.30
o21ai_1         0.20
a211oi_1        0.51
o21ai_0         0.21
xnor2_1         0.16
o21ai_0         0.09
